===== flow/run.sh =====
#!/bin/bash
# OpenROAD 26Q1-2900-gdf79404cd8, Yosys 0.63+post, stock flow scripts
make -C /OpenROAD-flow-scripts/flow DESIGN_CONFIG=/design/flow/config.mk WORK_HOME=/design/flow/orfs finish

===== flow/config.mk =====
export PLATFORM = sky130hd
export DESIGN_NAME = Ford_car_brake_light
export DESIGN_NICKNAME = Ford_car_brake_light
export VERILOG_FILES = /design/flow/design.v
export SDC_FILE = /design/flow/constraint.sdc
export NUM_CORES = 4
export LEC_CHECK = 1
export CORE_AREA = 10 10 78 78
export DIE_AREA = 0 0 88 88

===== flow/constraint.sdc =====
current_design Ford_car_brake_light

set clk_period 1.0
set clk_io_pct 0.2

create_clock -name clk0 -period $clk_period [get_ports {clka}]
create_clock -name clk1 -period $clk_period [get_ports {clkb}]

set non_clock_inputs [all_inputs -no_clocks]
set_input_delay [expr $clk_period * $clk_io_pct] -clock clk0 $non_clock_inputs
set_output_delay [expr $clk_period * $clk_io_pct] -clock clk0 [all_outputs]

===== flow/design.v =====
module Ford_car_brake_light(clka, clkb, RESTART, BRAKE, RIGHT, LEFT, L, R, ERROR, n_state, p_state);
input clka, clkb;                   
input RESTART, BRAKE, RIGHT, LEFT;  
output wire ERROR;                  
output reg [2:0] L, R;              
output reg [3:0] p_state, n_state;  
parameter reset = 0, run = 1, error = 2;
parameter R1 = 3, R2 = 4, R3 = 5, R4 = 6;
parameter L1 = 7, L2 = 8, L3 = 9, L4 =10;
assign ERROR = (RIGHT && LEFT);     
always @ (posedge clka) 
begin
	if(RESTART)
		p_state <= reset;  
	else
		p_state <= n_state;  
end
always @ (posedge clkb)
begin
	n_state = p_state;
	case (p_state)
		reset: begin   
			L = 3'b000;
			R = 3'b000;
			n_state = run;
		end
		run: begin    
			if(!LEFT && !RIGHT) begin  
				if(BRAKE)begin   
					L = 3'b111;
					R = 3'b111;
				end
				else begin       
					L = 3'b000;
					R = 3'b000;
				end
				n_state = run;  
			end
			else if(LEFT && !RIGHT) begin  
				if(BRAKE)       
					L = 3'b111;
				else
					L = 3'b000; 
				n_state = L1;   
			end
			else if(!LEFT && RIGHT) begin  
				if(BRAKE)
					L = 3'b111;
				else
					L = 3'b000;
				n_state = R1;  
			end
			else begin  
				L = 3'b000;
				R = 3'b000;
				n_state = error;  
			end
		end
		error: begin  
			L = 3'b000;
			R = 3'b000;
			if(LEFT && RIGHT)  
				n_state = error;  
			else if(!LEFT && RIGHT)  
				n_state = R1;
			else if(LEFT && !RIGHT)  
			   n_state = L1;
			else  
				n_state = run;
		end
		R1: begin  
			R = 3'b000;
			if(BRAKE)
				L = 3'b111;
			else
				L = 3'b000;
			n_state = R2;
		end
		R2: begin
			R = 3'b100;
			if(BRAKE)
				L = 3'b111;
			else
				L = 3'b000;
			n_state = R3;
		end
		R3: begin
			R = 3'b110;
			if(BRAKE)
				L = 3'b111;
			else
				L = 3'b000;
			n_state = R4;
		end
		R4: begin
			R = 3'b111;
			if(BRAKE)
				L = 3'b111;
			else
				L = 3'b000;
			n_state = run;
		end
		L1: begin   
			L = 3'b000;
			if(BRAKE)
				R = 3'b111;
			else
				R = 3'b000;
			n_state = L2;
		end
		L2: begin
			L = 3'b001;
			if(BRAKE)
				R = 3'b111;
			else
				R = 3'b000;
			n_state = L3;
		end
		L3: begin
			L = 3'b011;
			if(BRAKE)
				R = 3'b111;
			else
				R = 3'b000;
			n_state = L4;
		end
		L4: begin 
			L = 3'b111;
			if(BRAKE)
				R = 3'b111;
			else
				R = 3'b000;
			n_state = run;   
		end
		default: n_state = reset;  
	endcase
end
endmodule 

==> reports/notes.md <==
The flow ran to the end, but the final reports show violations. The checks that failed: setup timing. The core region is 4410 sq um.

In this run the VDD rail shows a maximum IR drop of 691 uV. The pre-antenna-repair detailed-routing pass consisted of 4 iterations. The logs give 0.746 for the worst relative slew slack and 888 for the number of global-route vias before repair.

Highest net fanout along the worst path: 6. The die is 88 um tall. After synthesis, the chip area reported by Yosys is 786 sq um.

In this run, post-CTS hold repair placed 0 buffers. Setup violations remaining at the end of the flow were counted as 17. Startpoint kind of the worst setup timing path: a register. Recorded from the global router log, the overflow total was 0. Per the placement report, the placed cell count is 176.

Averaged over all synthesized cells, the footprint is 8.93 sq um. Dividing the detail-routed via count by the number of cells gives 4.54. The run gives 0 as the initial antenna violation count. The post-route worst setup slack was -0.353 ns; the final count of hold timing violations was 0.

The count of different cell masters after synthesis came out at 28. The share of layout cells above drive strength 1 works out to 0.597. The run gives 13.8 um for the routed length per instance. For the worst setup path, the data arrival time is 1.27 ns.

On the critical path, the stage with the largest delay is an instance of sky130_fd_sc_hd__dfxtp_4. For reference, the clock transition at the flip-flops on the worst setup and hold paths is 0.05 ns. The first global-routing pass estimated 4380 um of wire. The total number of yosys warnings was 1; the number of logged tool warnings was 29. The post-synth register bit count is 14. The type of destination of the critical path is a register. The run gives 13 as the pin count of the biggest net entering global routing. The run gives 1860 um as the detailed placement HPWL.

The number of diodes added for antenna fixing is 0, and the max-cap violation count is 0. The run gives 0.229 for the share of the synthesized area in the top cell type. For this run, design rule violations remaining after detail routing come to 0.

For this design the top-level I/O count stands at 21. Setup repair after global routing could not meet its margin everywhere. In this run the power density over the cells is 1440 nW/um^2. The detail route stage leaves a number of antenna-violating nets equal to 0.

The relative area change from synthesis to final layout came out at 94.3%. After detailed routing, the total wire length is 2710 um. The CTS sink count is 14. The initial core utilization was 0.178.

The type recorded for the worst min-delay path is primary input to register. Detailed-route iteration 0 reported a violation count of 42. The sequential share of the synthesized area is 0.433.

Listed in order, past its start point the critical path passes buf_6, buf_6, a22o_1, a22oi_2. The total die area came out at 7740 sq um. Per STA, the highest per-stage delay on the worst path measures 0.36 ns. Logged for this run, the post-placement worst setup slack is -0.733 ns.

The main area contributors are sky130_fd_sc_hd__edfxtp_1, sky130_fd_sc_hd__dfxtp_1, sky130_fd_sc_hd__a21oi_1, sky130_fd_sc_hd__nor2b_1, sky130_fd_sc_hd__buf_2. The cell count after synthesis came out at 88. Once layout is complete, the cells apart from fillers number 196. Final hold analysis gives a worst-case slack of 0.320 ns.

In this run the cell area of the synthesized design comes to 786 sq um. In this run the core area contains 24 standard-cell rows. The placed cell area came out at 1190 sq um. For the total number of vias, the log shows 890.

Type of the worst setup path: register to register. For the pin with the worst max-slew slack, the measured transition is 0.380 ns. The most numerous cell type found on the critical path is sky130_fd_sc_hd__buf_6. Once layout is done, the placed cells without fillers occupy 1530 sq um.

The final RePlAce weighted congestion is 0.898. The run gives 88 as the yosys stat cell total. The run gives 0.346 as the core occupancy in the finished layout. The OpenROAD report gives the critical path a required time of 0.92 ns.

The library cell occupying the most area in the post-synthesis netlist was sky130_fd_sc_hd__edfxtp_1. The logs give 0.655 nW for the reported leakage power and 0.0700 for the total routing usage reported by global routing. Buffers placed on the I/O ports in this run total 19.

According to the floorplan report, the die width is 88 um. The number of max-slew violations in the final report was 0. TritonCTS built the clock tree.

For the post-route setup TNS, the log shows -3.26 ns. The total chip power came out at 2.19 mW.
[timing repair]
item,CTS,global route
pin swaps,10,11
endpoints found under the hold margin,0,0
buffers inserted,12,4
cloned,0,0
setup endpoints to repair,31,25
gates resized,86,24
[cell type report]
type                            count  area [sq um]
Tap cell                           52          65.1
Fill cell                         414          2890
Multi-Input combinational cell     64           518
Clock buffer                        6          82.6
Inverter                            3          11.3
Timing Repair Buffer               56           485
Clock inverter                      1          3.75
Sequential cell                    14           360
[power breakdown]
group | switching (mW) | internal [mW] | leakage (nW)
Sequential | 0.0536 | 0.695 | 0.138
Combinational | 0.277 | 0.425 | 0.472
Clock | 0.220 | 0.524 | 0.0447
Total | 0.550 | 1.64 | 0.655
[registers in the layout (all words and copies together) (netlist names)]
signal	cells
n_state	4
p_state	4
L	3
R	3
[worst paths after layout]
kind                          startpoint                     to  slack, ns  cells past startpoint
setup / recovery   p_state[3]$_SDFF_PP0_         R[0]$_DFFE_PP_      -0.35                      4
hold / removal                      LEFT     n_state[1]$_DFF_P_       0.32                      3
setup reg to reg   p_state[3]$_SDFF_PP0_         R[0]$_DFFE_PP_      -0.35                      4
hold reg to reg       n_state[3]$_DFF_P_  p_state[3]$_SDFF_PP0_       0.48                      1
max in group clk0  p_state[0]$_SDFF_PP0_             p_state[0]      -0.09                      3
min in group clk0     n_state[3]$_DFF_P_  p_state[3]$_SDFF_PP0_       0.48                      1
[per-layer routing]
layer / vias to the layer above / GRT usage / wire length, um
met3: 3 / 0.0253 / 205
met2: 33 / 0.0999 / 1190
met1: 416 / 0.101 / 1290
met4: 0 / 0.0101 / 26
li1: 438 / - / -
met5: - / 0 / 0
[synth_stat cells (all sizes together)]
cell / count
o21a: 1
o32ai: 1
a22oi: 2
a21boi: 1
buf: 7
nor2b: 7
o41ai: 1
xor2: 1
o22ai: 4
edfxtp: 6
o311ai: 2
a311o: 1
inv: 3
dfxtp: 8
nor3: 2
nand2b: 4
nor2: 6
a22o: 3
a21oi: 9
nand2: 5
or2: 2
nand3: 1
a222oi: 1
a21o: 3
and2: 1
a211o: 1
o21ai: 5
[logic make-up after synthesis]
family	after synthesis	share of synthesized area
DFF	14	0.433
AOI/OAI and AO/OA	35	0.303
buffers and inverters	10	0.0669
xor gates and xnor gates	1	0.0111
and+or+nand+nor	28	0.186
[critical path: cells and delay by family (launching register included)]
kind                   cells  cell delay [ns]
AND-OR/OR-AND              2             0.45
buffers and inverters      2             0.25
flip-flops                 1             0.36
[placed cells by master (no fill, tap or decap), types with 4 or more instances in the layout]
master / instances
sky130_fd_sc_hd__a21oi_1: 4
sky130_fd_sc_hd__a21oi_2: 5
sky130_fd_sc_hd__buf_4: 26
sky130_fd_sc_hd__buf_6: 15
sky130_fd_sc_hd__clkbuf_2: 5
sky130_fd_sc_hd__clkbuf_8: 6
sky130_fd_sc_hd__clkdlybuf4s15_1: 6
sky130_fd_sc_hd__dfxtp_2: 4
sky130_fd_sc_hd__dfxtp_4: 4
sky130_fd_sc_hd__edfxtp_1: 6
sky130_fd_sc_hd__nand2_1: 4
sky130_fd_sc_hd__nor2b_1: 5
Power is estimated from default activity; no workload was simulated.
