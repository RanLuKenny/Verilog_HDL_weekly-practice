$ cat design/flow/config.mk
export PLATFORM = sky130hd
export DESIGN_NAME = Shift_add_Mult
export DESIGN_NICKNAME = Shift_add_Mult
export VERILOG_FILES = /design/flow/design.v
export SDC_FILE = /design/flow/constraint.sdc
export NUM_CORES = 4
export LEC_CHECK = 1
export CORE_AREA = 10 10 70 70
export DIE_AREA = 0 0 80 80
$ cat design/flow/design.v
module Shift_add_Mult(Op1, Op2, Out);
parameter N = 4;
input [N - 1:0] Op1, Op2;
output reg [7:0] Out;
reg [3:0] temp1, temp2;
integer n;
always @ (Op1, Op2)
	begin
		temp1 = Op1;
		temp2 = Op2;
		Out = 0;
		for (n = 0; n < N ; n = n + 1)
		begin
			if(temp2[0] == 1)
				Out = Out + temp1;
			temp1 = temp1 << 1;
			temp2 = temp2 >> 1;
		end
	end
endmodule 
$ cat design/flow/run.sh
#!/bin/bash
# OpenROAD 26Q1-2900-gdf79404cd8, Yosys 0.63+post, stock flow scripts
make -C /OpenROAD-flow-scripts/flow DESIGN_CONFIG=/design/flow/config.mk WORK_HOME=/design/flow/orfs finish
$ cat design/flow/constraint.sdc
current_design Shift_add_Mult

set clk_period 6.3
set clk_io_pct 0.2

create_clock -name clk0 -period $clk_period

set non_clock_inputs [all_inputs -no_clocks]
set_input_delay [expr $clk_period * $clk_io_pct] -clock clk0 $non_clock_inputs
set_output_delay [expr $clk_period * $clk_io_pct] -clock clk0 [all_outputs]
==> job_summary.md <==
### Metrics collected by this job

| Metric | Value |
|---|---|
| Netlist area before placement | `371.6 µm²` |
| Vias in the first global route | `approximately 340` |
| Height of the die | `80 µm` |
| Cells in synth_stat.txt | `between 40 and 50` |
| Type of the worst min-delay path | `in -> out` |
| Core outline area | `3416 µm²` |
| Sink of the worst hold path | `Out[0]` |
| Unrepaired setup endpoints after global routing | `false` |
| Antenna violation net count after detailed routing | `0` |
| Sequential cell count of the final layout | `0` |
| Share of synthesized area occupied by flip-flops and latches | `0` |
| Worst setup EP type | `primary output` |
| Number of detailed-routing iterations run before antenna repair | `3` |
| Mapped Avg Cell Area | `8.078 µm²` |
| Yosys warning total | `1` |
| Yosys-reported design area after synthesis | `371.6 µm²` |
| Max-slew violations | `0` |
| Setup violation total in the final timing report | `0` |
| Sequential standard cell area | `0 µm²` |
| Total power draw | `between 40 and 50 µW` |
| IO Count | `16` |
| Number of port buffers | `15` |
| Final period util | `0.9665` |
| Slowest cell on the critical path | `sky130_fd_sc_hd__clkdlybuf4s50_1` |
| Pin count of the biggest net entering global routing | `8` |
| Global Route Usage Sum | `0.02987` |
| Run status | `complete, no violations` |
| Leakage component of the power | `between 0.0002 and 0.00025 µW` |
| Fin worst setup slack | `0.2113 ns` |
| WL per Instance | `9.075 µm` |
| Warning total across the stage logs | `32` |
| Core utilization before placement | `0.1088` |
| Antenna violations before repair | `0` |
| Critical path's most frequent cell | `sky130_fd_sc_hd__ha_1` |
| Final antenna diode count | `0` |
| Number of buffers and inverters on the critical path | `4` |
| CP cell instances | `clkdlybuf4s50_1 -> and2_1 -> ha_1 -> inv_1 -> fa_1 -> mux2i_1 -> ha_1 -> inv_1 -> fa_1 -> mux2i_1 -> ha_1 -> ha_1 -> nand2_1 -> o311ai_0 -> clkdlybuf4s50_1` |
| Full die area | `6400 µm²` |
| Utilization after layout | `0.1685` |
| Total detailed-routing wirelength | `962 µm` |
| Number of stages on the worst hold path | `3` |
| Detailed-route DRC error count | `0` |
| HP Start | `Op2[0]` |
| Via count | `between 300 and 400` |
| Number of rows created at floorplan | `21` |
| GR Overflow Total | `0` |
| Detailed-placement wirelength estimate | `881.2 µm` |
| Global-route wire length before repair | `between 1500 and 2000 µm` |
| Kind of critical path | `in -> out` |
| Arrival time worst endpoint | `4.83 ns` |
| Type of origin of the critical path | `primary input` |
| Unique cell type count in the Yosys netlist | `21` |
| Cell family contributing the most delay on the critical path | `adder cells` |
| Layout cells sized above 1 | `0.08333` |
| Worst-path fanout max | `4` |
| Clock period minus worst slack | `between 6 and 7 ns` |
| Final RePlAce weighted congestion | `0.8227` |
| Ratio of total power to cell area | `approximately 77 nW/µm²` |
| CLK BUF | `0` |
| Layout-stage area growth over the synthesis result | `54.88%` |
| X dimension of the die | `80 µm` |
| Largest stage delay, worst path | `roughly 0.55 ns` |
| Final hold viol count | `0` |
| Minimum setup slack after placement | `0.2040 ns` |
| Final setup TNS | `0 ns` |
| F_max | `approximately 160 MHz` |
| Max-cap violation count | `0` |
| Data required time of the worst path | `5.04 ns` |
| Peak VDD IR | `23.14 µV` |
| Average via count per standard cell | `3.132` |
| Drt first-iter violations | `8` |
| Post-synthesis instance total | `46` |
cells in the final DEF (no fill, tap or decap), drive strengths merged:
master,instances
o21ai,3
nand3b,1
o311ai,1
inv,6
mux2,2
and4,1
mux2i,3
a211oi,1
a21oi,2
nand2b,1
clkdlybuf4s50,15
nor2,2
nor4b,1
fa,2
nand2,4
nor3b,1
and2,3
xnor2,3
ha,7
conb,1
area by class of cell:
type               count  area, µm²
repair buffers        15      150.1
well taps             46      57.56
multi-input cells     39      345.3
fillers              389       2840
inverters              6      22.52
worst max path at each step:
stage / startpoint / slack [ns] / to / cells past startpoint
CTS: Op1[1] / 0.18 / Out[4] / 15
global route: Op1[1] / 0.006 / Out[4] / 15
finish: Op1[1] / 0.21 / Out[4] / 15
cell usage after synthesis:
library cell | n | area, µm²
sky130_fd_sc_hd__nor4b_2 | 1 | 15.01
sky130_fd_sc_hd__o311ai_0 | 1 | 8.760
sky130_fd_sc_hd__nand2b_1 | 1 | 6.260
sky130_fd_sc_hd__o21ai_2 | 1 | 8.760
sky130_fd_sc_hd__conb_1 | 1 | 3.750
sky130_fd_sc_hd__xnor2_1 | 3 | 26.28
sky130_fd_sc_hd__nand3b_1 | 1 | 7.510
sky130_fd_sc_hd__buf_4 | 1 | 7.510
sky130_fd_sc_hd__nand2_1 | 4 | 15.01
sky130_fd_sc_hd__fa_1 | 2 | 40.04
sky130_fd_sc_hd__ha_1 | 7 | 87.58
sky130_fd_sc_hd__nor2_1 | 2 | 7.510
sky130_fd_sc_hd__inv_1 | 6 | 22.52
sky130_fd_sc_hd__mux2i_1 | 3 | 30.03
sky130_fd_sc_hd__and4_1 | 1 | 8.760
sky130_fd_sc_hd__and2_1 | 3 | 18.77
sky130_fd_sc_hd__mux2_2 | 2 | 22.52
sky130_fd_sc_hd__a211oi_1 | 1 | 7.510
sky130_fd_sc_hd__a21oi_1 | 2 | 10.01
sky130_fd_sc_hd__nor3b_1 | 1 | 7.510
sky130_fd_sc_hd__o21ai_0 | 2 | 10.01
timing repair:
item | 4_1_cts | 5_1_grt
hold buffers | 0 | 0
endpoints found under the setup margin | 0 | 1
buffers inserted | 0 | 0
gates resized | 0 | 1
cell families after synthesis:
kind of cell    after synthesis  synth area share
xor+xnor                      3           0.07072
buf+inv                       7           0.08081
mux                           5            0.1414
fa+ha+maj                     9            0.3434
compound gates                7            0.1212
other cells                   1           0.01009
simple gates                 14            0.2323
per-stage QoR:
stage | hold WS, ns | cells | area (µm²)
after global placement | 3.571 | 106 | 571.8
after CTS | 3.566 | 106 | 571.8
after floorplan | 2.584 | 46 | 371.6
final | 3.559 | 106 | 575.6
after detailed placement | 3.559 | 106 | 571.8
after global routing | 3.624 | 106 | 575.6
power by group:
part           switching, µW  internal (µW)
registers                  0              0
clock network              0              0
logic                   18.4           25.7
total                   18.4           25.7
routing by layer:
layer | GRT usage | share of wire | vias up
met5 | 0 | 0 | -
met4 | 0 | 0 | 0
met3 | 0.01705 | 0.17 | 0
met2 | 0.03692 | 0.29 | 13
met1 | 0.04521 | 0.54 | 133
li1 | - | - | 186
Power is estimated from default activity; no workload was simulated.
