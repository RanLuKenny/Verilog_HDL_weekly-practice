`design.v`:
```
`timescale 1ns / 1ps
module Traffic_practice(car_farm_road, clk, reset, Main_road, Farm_road);
input car_farm_road;
input clk ,reset;
output reg [1:0] Main_road, Farm_road;
reg [2:0] p_state;
wire [2:0] n_state;
parameter RED = 0, YELLOW = 1, GREEN = 2;
parameter S0 = 0, S1 = 1, S2 = 2, S3 = 3, S4 = 4;      
assign n_state = FSM(p_state, car_farm_road);
function [2:0] FSM;
    input [2:0] p_state;
    input car_farm_road;
    case(p_state)
    S0: begin
        if(car_farm_road) FSM = S1;
        else FSM = S0;
    end
    S1: begin
        FSM = S2;
    end
    S2: begin
        FSM = S3;
    end
    S3: begin
        if(car_farm_road) FSM = S3;
        else FSM = S4;
    end
    S4: begin
        FSM = S0;
    end
    default : FSM = S0;
    endcase
endfunction
always @(posedge clk, negedge reset)
begin
    if(~reset)
        p_state <= S0;
    else
        p_state <= n_state;
end
always@(p_state)  
begin
    Main_road = GREEN;
    Farm_road = RED;
    case (p_state)
    S0: begin end
    S1: begin
        Main_road = YELLOW;
    end
    S2: begin
        Main_road = RED;
    end
    S3: begin
        Main_road = RED;
        Farm_road = GREEN;    
    end
    S4: begin
        Main_road = RED;
        Farm_road = YELLOW;
    end 
    default: begin
        Main_road = GREEN;
        Farm_road = RED;
    end
    endcase
end
endmodule 
```
`constraint.sdc`:
```
current_design Traffic_practice

set clk_period 1.0
set clk_io_pct 0.2

create_clock -name clk0 -period $clk_period [get_ports {clk}]

set non_clock_inputs [all_inputs -no_clocks]
set_input_delay [expr $clk_period * $clk_io_pct] -clock clk0 $non_clock_inputs
set_output_delay [expr $clk_period * $clk_io_pct] -clock clk0 [all_outputs]
```
`run.sh`:
```
#!/bin/bash
# OpenROAD 26Q1-2900-gdf79404cd8, Yosys 0.63+post, stock flow scripts
make -C /OpenROAD-flow-scripts/flow DESIGN_CONFIG=/design/flow/config.mk WORK_HOME=/design/flow/orfs finish
```
`config.mk`:
```
export PLATFORM = sky130hd
export DESIGN_NAME = Traffic_practice
export DESIGN_NICKNAME = Traffic_practice
export VERILOG_FILES = /design/flow/design.v
export SDC_FILE = /design/flow/constraint.sdc
export NUM_CORES = 4
export LEC_CHECK = 1
export CORE_AREA = 10 10 70 70
export DIE_AREA = 0 0 80 80
```
==> summary.txt <==
run metrics: outcome finished with violations, failing checks negative setup slack, Critical R2R Capture p_state[4]$_DFF_PN0_, Adder Share, Synth 0%, CORE AREA 3416 um2, Core Util, Final 11.68%, Reg power frac 45.4%, routability congestion estimate 0.6202, Max Root-Sink Buffers 2, DIE HEIGHT 80 um, Critical Path Start Type register, Seq cells post-synth 5, final wirelength 473 um, Clock Tree Root clkbuf_4, num rows 21, Seq share, synth 69.66%, Mapped Area 181.4 um2, worst vdd ir 0.8712 mV, crit path cell chain nor4_2 -> buf_2, Log Warnings 27, CTS H-Tree Depth 1, initial DRC count 2, Hold WC Path Type in -> async, pwr/cell area 1123 nW/um2, Synth Area in XOR/XNOR 0%, number of CTS-inserted buffers 3, skew final 0.0003356 ns, max_cap viols 0, peak fanout along the critical path 2, Switching Fraction 19.39%, P_sw 86.93 uW, Crit path largest cell delay 0.38 ns, syn_area_per_cell 12.96 um2, DIE AREA 6400 um2, All-Layer GR Usage 1.648%, diode count 0, Crit Path Class reg -> out, clock latency (worst-skew pair) 0.24 ns, Die W 80 um, Core Density at Floorplan 5.311%, drc violations 0, Layout area overhead 120.0%, setup violators final 5, min cycle time layout 1.226 ns, Final WS setup -0.2262 ns, Compound Share, Synth 8.276%, Clock Sinks 5, crit end category primary output, Max Clock Freq 815.5 MHz, Worst Path Arrival 1.03 ns, via count 151, Leakage 0.1970 nW, Cell Type Count 8, Reg-to-Reg Start p_state[4]$_DFF_PN0_, Biggest register p_state, Synth Area in Simple Gates 13.79%, fin. max-slew vios 0, grt total ovfl 0, slew of the pin with the lowest slew margin 0.2238 ns, largest net degree at the start of global routing 6, power share of the clock group 51.4%, vias in the first global route 158, slowest stage cell on the critical path dfrtp_1, fin crit share 122.6%, relative slew slack 85.04%, routed vias/inst 1.987, R2R cell count 4, total negative slack -0.4940 ns, layout cells sized above 1 63.33%, Reg2Reg Setup Slack -0.01 ns, Synth logic family simple AND/OR/NAND/NOR gates, post-layout total power 448.3 uW, Top Ports 7, filler cell count 403, Avg WL per Cell 6.224 um, post-route ant nets 0, Comb power frac 3.2%, combinational gate area 47.55 um2, non-filler cells, final 76, most frequent cells in the layout 6 x buf_6, 6 x buf_4, 4 x dfrtp_1, 3 x clkbuf_4, mux cell area share after synthesis 0%, # port buffers 6, # Cells Yosys 14, Largest register FFs 5, Hold Violations, Final 0, yosys synthesis chip area 181.4 um2, DRT Pass-1 Iters 2, first-pass GRT wire length 759 um, cells after synthesis 14, unrepaired setup endpoints after global routing true, Regs by FF count p_state (5), initial antenna violation count 0, Worst Path Required 0.80 ns, Synth Warn # 1, storage element area 126.4 um2, hpwl dp 347 um, CTS tree built, hold buffer count at cts 0, Reg clk slew, reported paths 0.04 ns, Inst Count DP 67, cell-internal power 361.4 uW
## worst max-delay path: cells and delay by family, from the launching register on
| family | cells | cell delay, ns |
|---|---|---|
| flip-flops | 1 | 0.38 |
| buffers and inverters | 1 | 0.14 |
| AND/OR/NAND/NOR | 1 | 0.27 |
## power by group through the flow
stage | Sequential (mW) | Clock, mW | Combinational [mW]
CTS | 0.203 | 0.241 | 0.0137
global route | 0.203 | 0.268 | 0.0162
finish | 0.203 | 0.230 | 0.0145
## synthesized netlist by cell type
cell / instances / area [um2]
dfrtp_1: 4 / 100.1
nor4_2: 1 / 12.51
a21o_1: 2 / 15.01
inv_1: 1 / 3.750
and2_1: 1 / 6.260
clkbuf_1: 3 / 11.26
dfstp_2: 1 / 26.28
nor2b_1: 1 / 6.260
## kinds of logic after synthesis
kind of cell	after synthesis
buf+inv	4
flops	5
simple gates	3
compound gates	2
## layer usage
metal / GRT usage, % / share of wire [%] / up-vias
met5: 0 / 0 / -
met4: 0.5282 / 1.7 / 0
met3: 1.705 / 14 / 2
met2: 1.525 / 32 / 9
met1: 2.277 / 52 / 66
li1: - / - / 74
## how the worst max path moves through the flow
stage / slack, ns / start / depth (start not counted) / endpoint
4_1_cts: -0.28 / p_state[3]$_DFF_PN0_ / 2 / Main_road[1]
5_1_grt: -0.34 / p_state[1]$_DFF_PN0_ / 2 / Main_road[1]
6_report: -0.23 / p_state[1]$_DFF_PN0_ / 2 / Main_road[1]
## what timing repair did
item	CTS	global route
pin swaps	1	1
setup buffers	4	2
endpoints found under the setup margin	4	4
cloned	0	0
resized	18	3
endpoints found under the hold margin	0	0
## through the flow
step / instance area (um2) / hold slack, ns / worst slack [ns]
2_1_floorplan: 181.4 / -0.09559 / 0.2222
3_3_place_gp: 317.8 / 0.4259 / -0.3732
3_5_place_dp: 317.8 / 0.4379 / -0.3997
4_1_cts: 377.9 / 0.1781 / -0.2750
5_1_grt: 399.1 / 0.1805 / -0.3425
6_report: 399.1 / 0.1787 / -0.2262
## final cells by class
| cell class | count | share of cell area (%) |
|---|---|---|
| Clock buffer | 4 | 6.583 |
| Sequential cell | 5 | 31.66 |
| Tap cell | 46 | 14.42 |
| Timing Repair Buffer | 15 | 34.48 |
| Multi-Input combinational cell | 5 | 11.91 |
| Inverter | 1 | 0.9404 |
Power figures rest on the tool's default switching activity, not on a simulated workload.
